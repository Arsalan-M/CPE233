### design/flow/run.sh
#!/bin/bash
# OpenROAD 26Q1-2900-gdf79404cd8, Yosys 0.63+post, stock flow scripts
make -C /OpenROAD-flow-scripts/flow DESIGN_CONFIG=/design/flow/config.mk WORK_HOME=/design/flow/orfs finish
### design/flow/config.mk
export PLATFORM = sky130hd
export DESIGN_NAME = Ram
export DESIGN_NICKNAME = Ram
export VERILOG_FILES = /design/flow/design.v
export SDC_FILE = /design/flow/constraint.sdc
export NUM_CORES = 4
export LEC_CHECK = 1
export CORE_UTILIZATION = 50
export SYNTH_HDL_FRONTEND = slang
### design/flow/constraint.sdc
current_design Ram

set clk_period 3.1
set clk_io_pct 0.2

create_clock -name clk0 -period $clk_period [get_ports {CLK}]

set non_clock_inputs [all_inputs -no_clocks]
set_input_delay [expr $clk_period * $clk_io_pct] -clock clk0 $non_clock_inputs
set_output_delay [expr $clk_period * $clk_io_pct] -clock clk0 [all_outputs]
### design/flow/design.v
`timescale 1ns / 1ps
module Ram # (parameter ADDR_SIZE = 5, DATA_SIZE = 8) (
    input [ADDR_SIZE-1:0] ADRX, ADRY,
    input [DATA_SIZE-1:0] DIN,
    input CLK, WE,
    output logic [DATA_SIZE-1:0] DX_OUT, DY_OUT
    );
logic [DATA_SIZE-1:0] mem [0:(1<<ADDR_SIZE)-1];
initial begin
    for (int i = 0; i < (1<<ADDR_SIZE); i++) begin
        mem[i] = 0;
    end
end
always_ff @ (posedge CLK)
begin
    if (WE == 1)
        mem[ADRX] <= DIN;
end
assign DX_OUT = mem[ADRX];
assign DY_OUT = mem[ADRY];   
endmodule
==> flow_metrics.py <==
# Metrics from the implementation run
metrics = {
    "status": {
        "run_status": "finished, violations left",
        "violations": "setup timing",
    },
    "critical_path": {
        "worst_ep_required_time_ns": 2.48,
        "critical_path.max_stage_delay_ns": 0.51,
        "path_depth": 7,
        "setup.worst_path.start_class": "input pin",
        "critPathBufInv": 4,
        "worst-endpoint-arrival_ns": 2.54,
        "worstSetupPathType": "input pin to output pin",
        "cp_cell_sequence": "buf_16 > buf_6 > buf_16 > mux4_2 > mux4_2 > mux2_4 > dlygate4sd2_1",
        "worst_path_dominant_cell_family": "multiplexers",
        "worst_setup_path_startpoint": "ADRY[0]",
        "cp-end-kind": "output pin",
        "worst_setup_path_endpoint": "DY_OUT[5]",
        "critical_path.max_fanout": 5,
        "timing.critical_path.slowest_stage_cell": "mux4_2",
    },
    "drt": {
        "drtPass1Iterations": 6,
        "totalWireLength_um": 33700,
        "drtAntennaViolNets": 0,
        "avgRoutedWirePerCell_um": 32.10,
        "detail_route.drc_violations": 0,
        "detailroute.via_count": 6804,
        "detail_route.vias_per_cell": 6.480,
        "dr.first_iter.drc_count": 474,
    },
    "cts": {
        "clock_sinks": 256,
        "clk_pin_slew_ns": 0.06,
        "number_of_buffers_inserted_by_hold_repair_at_cts": 0,
        "cts.htree.levels": 1,
        "cts_made_buffers": 27,
        "tritoncts": "yes",
        "maximum_clock_path_buffer_count": 3,
        "clock_tree_root_driver_cell": "clkbuf_16",
    },
    "global_route": {
        "globalRouteOverflowTotal": 0,
        "grt_first_pass_wirelength_um": 49090,
        "largest_net_degree_at_the_start_of_global_routing": 33,
        "grt_util_overall_pct": 33.24,
        "grt_pass1_vias": 7597,
        "grt_antenna_before_repair": 0,
    },
    "final_timing": {
        "hold_viol": 0,
        "tns_ns": -0.2652,
        "max_freq_mhz": 316.8,
        "slew_hr_pct": 61.23,
        "grt_setup_unrepaired": "yes",
        "setup_viol": 7,
        "post_route_setup_slack_ns": -0.05627,
        "worstMarginPinSlew_ns": 0.5797,
        "finalHoldWorstSlack_ns": 0.9210,
        "period_used_pct": 101.8,
        "report.final.slew_viol_count": 0,
        "finalWorstPathRequiredPeriod_ns": 3.156,
    },
    "floorplanning": {
        "placement_rows": 55,
        "top_level_ports": 36,
        "chipWidth_um": 155.5,
        "fp.dieArea_sq_um": 24170,
        "core-area_sq_um": 22850,
        "die.size.y_um": 155.5,
        "init_core_util_pct": 51.54,
    },
    "placed_design": {
        "finalWeightedCongestion": 0.9469,
        "hpwlAfterDp_um": 21730,
        "portBuffers": 35,
        "total_instance_count_after_detailed_placement": 967,
    },
    "pwr": {
        "p_total_mw": 7.835,
        "total_leakage_power_nw": 5.009,
        "pwr_density_cell_nw_per_um2": 524.0,
        "vdd_ir_drop_max_mv": 0.5090,
    },
    "synthesis": {
        "cell_total_in_the_yosys_stat_output": 543,
        "synth-seq-cells": 256,
        "synth.yosys.warnings": 0,
        "mean_instance_size_in_the_synthesized_netlist_sq_um": 21.69,
        "postSynthSeqShare_pct": 65.29,
        "netlist-cell-type-count": 20,
        "post_synth_instance_area_sq_um": 11780,
        "syn_inst": 543,
        "ys_area_sq_um": 11780,
    },
    "final_layout": {
        "commonest_cells_after_routing_fill_and_taps_aside": "256 x edfxtp_1, 144 x mux4_2, 101 x buf_4, 33 x nor2_1, 27 x clkbuf_16",
        "registers.top_by_ff_count": "mem",
        "fin_util_pct": 65.44,
        "largest_register_ff_count": 256,
        "reg.largest.list": "mem x256",
        "lay_top_count": "edfxtp_1",
        "final_cell_count_no_fill": 1050,
        "ratio_of_cells_with_drive_above_1_in_the_final_layout_pct": 51.77,
        "area_delta_synth_final_pct": 26.98,
    },
    "flow_run": {
        "cap_viol_max_count": 0,
        "warning_count": 27,
    },
    "worst_hold_path": {
        "hp-class": "input pin to flip-flop",
    },
}
-- how the worst min path moves through the flow --
| stage | startpoint | cells past startpoint | slack [ns] | endpoint |
|---|---|---|---|---|
| finish | DIN[3] | 2 | 0.92 | mem[28][3] |
| global route | DIN[3] | 2 | 0.94 | mem[28][3] |
| CTS | DIN[4] | 2 | 0.91 | mem[16][4] |
-- synthesized netlist by cell type --
cell      instances  area share (%)
nand4_1           8            0.43
buf_4             6            0.38
nand2_1           1           0.032
nor3b_1           3            0.19
buf_1            11            0.35
clkbuf_1         17            0.54
nand3b_1          5            0.32
mux4_2          144              28
and3b_1           3            0.22
and3_1            1           0.053
buf_6             1           0.096
or3_1             1           0.053
a22oi_1          32             2.0
mux2_2            8            0.77
nor2_1           33             1.1
nand3_1           2           0.085
or3b_2            3            0.22
buf_2             7            0.30
edfxtp_1        256              65
nor3_1            1           0.042
-- report_power, final --
part | switching, mW | internal [mW] | leakage, nW
Sequential | 0.0176 | 3.85 | 2.31
Combinational | 0.394 | 0.469 | 2.29
Clock | 1.33 | 1.77 | 0.417
-- metal layers --
metal  track usage [%]  share of wire [%]
met1             45.58                 32
met2             47.79                 48
met5                 0               0.19
met3             23.12                 16
met4             7.656                3.2
-- cell type report --
| type | count | area, sq um |
|---|---|---|
| fill | 1501 | 7895 |
| timing repair buffer | 185 | 1988 |
| antenna | 1 | 2.502 |
| clock buffer | 31 | 690.7 |
| tap | 313 | 391.6 |
| sequential | 256 | 7687 |
| clock inverter | 19 | 158.9 |
| multi-input combinational | 245 | 4033 |
-- kinds of logic after synthesis --
logic type	count (synthesis)	share of synthesized area (%)
buffers and inverters	42	1.668
multiplexers	152	28.31
flip-flops	256	65.29
AND-OR/OR-AND	32	2.040
AND/OR/NAND/NOR	61	2.699
-- per-stage QoR --
stage | setup WS [ns] | area [sq um]
2_1_floorplan | 0.1918 | 11780
6_report | -0.05627 | 14950
4_1_cts | -0.07315 | 14830
3_5_place_dp | -0.3918 | 13370
5_1_grt | -0.1004 | 14950
3_3_place_gp | -0.3620 | 13370
-- what timing repair did --
| item | 4_1_cts | 5_1_grt |
|---|---|---|
| endpoints found under the setup margin | 16 | 16 |
| setup buffers | 22 | 4 |
| cloned | 10 | 1 |
| pin swaps | 4 | 8 |
| resized | 90 | 25 |
| hold endpoints to repair | 0 | 0 |
Power figures rest on the tool's default switching activity, not on a simulated workload.

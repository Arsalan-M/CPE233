==> /design/flow/design.v <==
`timescale 1ns / 1ps
module Debounce(
    input CLK,
    input BTN,
    output logic DB_BTN
);
    const logic [7:0] c_LOW_GOING_HIGH_CLOCKS = 8'h19;  
    const logic [7:0] c_HIGH_GOING_LOW_CLOCKS = 8'h33;  
    const logic [7:0] c_ONE_SHOT_CLOCKS       = 8'h03;  
    typedef enum { ST_init, ST_BTN_low, ST_BTN_low_to_high, ST_BTN_high, ST_BTN_high_to_low, ST_one_shot} STATES;
STATES NS, PS;
    logic [7:0] s_db_count = 8'h00;
    logic s_count_rst, s_count_inc = 1'b0;
always_ff @(posedge CLK) begin
    if (s_count_rst == 1'b1)
        s_db_count = 8'h00;
    else if (s_count_inc == 1'b1)
        s_db_count = s_db_count + 1;
end
always_ff @(posedge CLK) begin
   PS = NS; 
end
always_comb begin
    NS = ST_init;
    DB_BTN = 1'b0;
    s_count_rst = 1'b0;
    s_count_inc = 1'b0;
    case (PS)
        ST_init: begin           
            NS = ST_BTN_low;
            DB_BTN = 1'b0;
            s_count_rst = 1'b1;
        end
        ST_BTN_low: begin    
            if (BTN == 1'b1) begin        
                NS = ST_BTN_low_to_high;  
                s_count_inc = 1'b1;        
            end
            else begin
                NS = ST_BTN_low;         
                s_count_rst = 1'b1;
            end
        end
        ST_BTN_low_to_high: begin    
            if (BTN == 1'b1) begin   
                if (s_db_count == c_LOW_GOING_HIGH_CLOCKS) begin 
                    NS = ST_BTN_high;
                    s_count_rst = 1'b1;
                end
                else begin           
                    NS = ST_BTN_low_to_high;
                    s_count_inc = 1'b1;
                end
            end
            else begin               
                NS = ST_BTN_low;
                s_count_rst = 1'b1;
            end
        end
        ST_BTN_high: begin           
            if (BTN == 1'b1) begin 
                NS = ST_BTN_high;
                s_count_rst = 1'b1;
            end
            else begin               
                NS = ST_BTN_high_to_low;
                s_count_inc = 1'b1;
            end
        end
        ST_BTN_high_to_low: begin
            if (BTN == 1'b0) begin   
                if (s_db_count == c_HIGH_GOING_LOW_CLOCKS) begin 
                    NS = ST_one_shot;
                    s_count_rst = 1'b1;
                end
                else begin           
                    NS = ST_BTN_high_to_low;
                    s_count_inc = 1'b1;
                end
            end
            else begin               
                NS = ST_BTN_high;
                s_count_rst = 1'b1;
            end 
        end
        ST_one_shot: begin   
            if (s_db_count == c_ONE_SHOT_CLOCKS) begin  
                NS = ST_init;
                s_count_rst = 1'b1;
                DB_BTN = 1'b0;
            end
            else begin               
                NS = ST_one_shot;
                s_count_inc = 1'b1;
                DB_BTN = 1'b1;
            end
        end
        default: begin               
            NS = ST_init;
            s_count_rst = 1'b1;
            s_count_inc = 1'b0;
            DB_BTN = 1'b0;
        end
    endcase
end
endmodule
==> /design/flow/run.sh <==
#!/bin/bash
# OpenROAD 26Q1-2900-gdf79404cd8, Yosys 0.63+post, stock flow scripts
make -C /OpenROAD-flow-scripts/flow DESIGN_CONFIG=/design/flow/config.mk WORK_HOME=/design/flow/orfs finish
==> /design/flow/config.mk <==
export PLATFORM = sky130hd
export DESIGN_NAME = Debounce
export DESIGN_NICKNAME = Debounce
export VERILOG_FILES = /design/flow/design.v
export SDC_FILE = /design/flow/constraint.sdc
export NUM_CORES = 4
export LEC_CHECK = 1
export CORE_AREA = 10 10 73 73
export DIE_AREA = 0 0 83 83
export SYNTH_HDL_FRONTEND = slang
==> /design/flow/constraint.sdc <==
current_design Debounce

set clk_period 3.6
set clk_io_pct 0.2

create_clock -name clk0 -period $clk_period [get_ports {CLK}]

set non_clock_inputs [all_inputs -no_clocks]
set_input_delay [expr $clk_period * $clk_io_pct] -clock clk0 $non_clock_inputs
set_output_delay [expr $clk_period * $clk_io_pct] -clock clk0 [all_outputs]
==> results_dict.tcl <==
# implementation run metrics
set metrics [dict create \
    clock-sinks 11 \
    clk_latency_ps 240 \
    outcome "completed" \
    edf_count 0 \
    p_per_area_nw_per_um2 798 \
    ys_cells 91 \
    yosysChipArea_sq_um 774 \
    finalCritPeriodShare_pct 77.0 \
    nFillCells 406 \
    start_kind "flip-flop" \
    antenna_found_initial 0 \
    async_reset_ff_share_pct 0 \
    skew_ps 2.73 \
    cts_buffers 3 \
    synth_seq_share_pct 28.4 \
    die_h_um 83 \
    total_power_w 0.000698 \
    die_width_um 83 \
    synth_cells 91 \
    dp.cells 136 \
    avgSynthCellArea_sq_um 8.51 \
    hold_viol 0 \
    cap_violations 0 \
    clockBufferDepth 2 \
    cts_setup_buffers 0 \
    synth_warnings 0 \
    vias 683 \
    fin_setup_tns_ps 0 \
    critPathKind "reg2out" \
    worstPathRequired_ps 2880 \
    fin_cells 140 \
    ys_seq_elements 11 \
    drc 0 \
    root_buffer "clkbuf_8" \
    most-common-layout-cells "dfxtp_1 (11), nand3_1 (9), mux2i_1 (7), nor2_1 (7)" \
    hold-worst-slack_ps 504 \
    drtPass1Iterations 4 \
    layout_top_cell "dfxtp_1" \
    combPwrFrac_pct 52.1 \
    path_clk_slew_ps 60 \
    p_int_w 0.000364 \
    place_congestion 0.840 \
    drt_first_iter_violations 81 \
    p_switching_w 0.000334 \
    netlist_area_sq_um 774 \
    die-area_sq_um 6890 \
    place_ws_ps 1040 \
    grt_pass1_vias 597 \
    fmax_mhz 361 \
    cts_max_level 1 \
    drive_above_1_share_pct 7.61 \
    cts_tree "yes" \
    core-area_sq_um 3740 \
    grt.overflow.total 0 \
    switching_share_pct 47.9 \
    clockPowerShare_pct 18.4 \
    antenna_left 0 \
    area_delta_synth_final_pct 12.9 \
    fp-utilization_pct 20.7 \
    portBuffers 2 \
    hp-class "reg2reg" \
    grt_start_max_net_pins 12 \
    wl_per_cell_um 11.6 \
    logic_area_sq_um 520 \
    warnings 26 \
    layout_min_cycle_time_ps 2770 \
    finalSetupViolCount 0 \
    ctsHoldBuffers 0 \
    synth_cell_types 34 \
    leakagePower_nw 0.358 \
    grt_pass1_wl_um 2750 \
    diodes 0 \
    worstPathMaxFanout 5 \
    slew_violations 0 \
    fin_ws_ps 829 \
    end_kind "primary output" \
    vias_per_cell 4.88 \
    flop_area_sq_um 220 \
    ios 3 \
    synth-main-ff-cell "dfxtp_1" \
    cp.arrival_ps 2050 \
    slew_headroom_pct 54.0 \
    p_seq_share_pct 29.5 \
    rows 22 \
    routed_wirelength_um 1630 \
    rsz0062_at_grt "no" \
    vdd_ir_drop_max_mv 0.211 \
    hpwlAfterDp_um 1150 \
    worst_pin_slew_ps 687 \
    track_usage_pct 4.51 \
    post_cts_resized 0 \
]
==> synth_stat cells (2+ instances only) <==
master     n  area (sq um)
dfxtp_1   11           220
nand3_1    9          45.0
mux2i_1    7          70.1
nor2_1     7          26.3
a21oi_1    5          25.0
nor3_1     5          25.0
o21ai_1    5          25.0
clkbuf_1   4          15.0
nand2_1    4          15.0
ha_1       3          37.5
nor2b_1    3          18.8
inv_1      2          7.51
nand2b_1   2          12.5
o211a_1    2          20.0
o21a_1     2          15.0
o311a_1    2          20.0
==> worst max-delay path, stage by stage, from the launching register on <==
cell and delay [ps]:
dfxtp_1 400, ha_1 240, or3b_1 390, o311a_1 360
clkdlybuf4s50_1 420
==> per-layer routing <==
metal | up-vias | global-route usage, % | share of wire (%)
met5 | - | 0 | 0
met4 | 0 | 0.154 | 0
met1 | 326 | 5.96 | 48
li1 | 345 | - | -
met2 | 12 | 7.26 | 46
met3 | 0 | 1.57 | 6.3
==> logic make-up (layout without fill, tap and decap cells) <==
family / after synthesis / after routing / share of synthesized area (%)
buffers and inverters: 7 / 8 / 4.36
DFF: 11 / 11 / 28.4
and+or+nand+nor: 36 / 36 / 25.0
AOI/OAI and AO/OA: 26 / 26 / 27.1
xor gates and xnor gates: 1 / 1 / 1.13
muxes: 7 / 7 / 9.05
adders and majority gates: 3 / 3 / 4.85
==> per-stage QoR <==
stage | area, sq um | util (%)
floorplan | 774 | -
global placement | 828 | 22.1
detailed placement | 828 | 22.1
CTS | 875 | 23.4
global route | 875 | 23.4
finish | 875 | 23.4
==> path summary, 6_finish.rpt <==
path	start	end	slack, ps	depth (start not counted)
worst min register to register	s_db_count[5]$_SDFFE_PP0P_	s_db_count[5]$_SDFFE_PP0P_	500	1
worst min-delay path	s_db_count[5]$_SDFFE_PP0P_	s_db_count[5]$_SDFFE_PP0P_	500	1
worst max-delay path	s_db_count[0]$_SDFFE_PP0P_	DB_BTN	830	4
worst max register to register	s_db_count[0]$_SDFFE_PP0P_	s_db_count[7]$_SDFFE_PP0P_	1330	6
==> flip-flops by register name (all words and copies together) (netlist names) <==
register and cells:
s_db_count 8, PS 3
==> area by class of cell <==
class | instances | area share [%]
Multi-Input combinational cell | 73 | 59.5
Sequential cell | 11 | 25.2
Tap cell | 48 | 6.87
Clock buffer | 3 | 4.72
Timing Repair Buffer | 2 | 2.29
Inverter | 2 | 0.858
Clock inverter | 1 | 0.572
==> power groups by stage <==
stage / clock network [W] / logic [W] / registers, W
4_1_cts: 0.000133 / 0.000360 / 0.000204
6_report: 0.000128 / 0.000364 / 0.000206
5_1_grt: 0.000137 / 0.000415 / 0.000211
Power is estimated from default activity; no workload was simulated.
